==> flow/design.v <==
module lif_neuron #(
    parameter int DATA_WIDTH = 16,
    parameter int LEAKAGE_SHIFT = 4,
    parameter logic signed [DATA_WIDTH-1:0] V_THRESHOLD = 'sd1000,
    parameter logic signed [DATA_WIDTH-1:0] V_RESET = 'sd0,
    parameter int REFRACTORY_PERIOD_CYCLES = 5
) (
    input  logic clk,
    input  logic rst_n,
    input  logic signed [DATA_WIDTH-1:0] i_inj,
    output logic o_spike
);
    localparam logic signed [DATA_WIDTH-1:0] MAX_POTENTIAL = $signed({1'b0, {(DATA_WIDTH-1){1'b1}}});
    localparam logic signed [DATA_WIDTH-1:0] MIN_POTENTIAL = $signed({1'b1, {(DATA_WIDTH-1){1'b0}}});
    localparam logic signed [DATA_WIDTH-1:0] MAX_POTENTIAL_CHECK = $signed({1'b0, {(DATA_WIDTH-1){1'b1}}});
    initial begin
        if (DATA_WIDTH <= 0) begin $error("FATAL [lif_neuron %m]: DATA_WIDTH must be positive (value=%0d)", DATA_WIDTH); end
        if (LEAKAGE_SHIFT < 0) begin $warning("WARN [lif_neuron %m]: LEAKAGE_SHIFT is negative (value=%0d), behavior undefined.", LEAKAGE_SHIFT); end
        if (REFRACTORY_PERIOD_CYCLES < 0) begin $error("FATAL [lif_neuron %m]: REFRACTORY_PERIOD_CYCLES cannot be negative (value=%0d)", REFRACTORY_PERIOD_CYCLES); end
        if (V_THRESHOLD <= V_RESET) begin $warning("WARN [lif_neuron %m]: V_THRESHOLD (%0d) is not greater than V_RESET (%0d). Neuron might not behave as expected.", V_THRESHOLD, V_RESET); end
        if (V_THRESHOLD > MAX_POTENTIAL_CHECK) begin $error("FATAL [lif_neuron %m]: V_THRESHOLD (%0d) exceeds maximum possible potential (%0d) for DATA_WIDTH=%0d.", V_THRESHOLD, MAX_POTENTIAL_CHECK, DATA_WIDTH); end
        if (V_RESET < MIN_POTENTIAL) begin $warning("WARN [lif_neuron %m]: V_RESET (%0d) is below minimum possible potential (%0d) for DATA_WIDTH=%0d.", V_RESET, MIN_POTENTIAL, DATA_WIDTH); end
    end
    logic signed [DATA_WIDTH-1:0] v_mem;
    logic [$clog2(REFRACTORY_PERIOD_CYCLES+1)-1:0] refractory_counter;
    logic signed [DATA_WIDTH-1:0] v_mem_next;
    logic [$clog2(REFRACTORY_PERIOD_CYCLES+1)-1:0] refractory_counter_next;
    logic                         spike_next;
    always_ff @(posedge clk or negedge rst_n) begin
        if (!rst_n) begin
            v_mem              <= V_RESET;
            refractory_counter <= '0;
            o_spike            <= 1'b0;
        end else begin
            v_mem              <= v_mem_next;
            refractory_counter <= refractory_counter_next;
            o_spike            <= spike_next;
        end
    end
    always_comb begin
        logic signed [DATA_WIDTH-1:0] temp_v_mem_next;
        logic                         temp_spike_next;
        logic [$clog2(REFRACTORY_PERIOD_CYCLES+1)-1:0] temp_ref_ctr_next;
        temp_v_mem_next = v_mem;
        temp_ref_ctr_next = refractory_counter;
        temp_spike_next = 1'b0;
        if (refractory_counter > 0) begin
            temp_v_mem_next = V_RESET;
            temp_ref_ctr_next = refractory_counter - 1;
            temp_spike_next = 1'b0;
        end else begin
            logic signed [DATA_WIDTH-1:0] leak_value;
            logic signed [DATA_WIDTH:0]   delta_v_intermediate;  
            logic signed [DATA_WIDTH-1:0] delta_v_clamped;       
            logic signed [DATA_WIDTH-1:0] v_mem_sum_unclamped;
            logic                         positive_overflow_detected;
            logic                         negative_overflow_detected;
            logic signed [DATA_WIDTH-1:0] v_mem_after_saturation;
            leak_value = v_mem >>> LEAKAGE_SHIFT;
            delta_v_intermediate = {i_inj[DATA_WIDTH-1], i_inj} - {leak_value[DATA_WIDTH-1], leak_value};
            if (delta_v_intermediate > {MAX_POTENTIAL[DATA_WIDTH-1], MAX_POTENTIAL}) begin
                delta_v_clamped = MAX_POTENTIAL;
            end else if (delta_v_intermediate < {MIN_POTENTIAL[DATA_WIDTH-1], MIN_POTENTIAL}) begin
                delta_v_clamped = MIN_POTENTIAL;
            end else begin
                delta_v_clamped = delta_v_intermediate[DATA_WIDTH-1:0];
            end
            v_mem_sum_unclamped = v_mem + delta_v_clamped;  
            positive_overflow_detected = (v_mem[DATA_WIDTH-1] == 1'b0) &&
                                         (delta_v_clamped[DATA_WIDTH-1] == 1'b0) &&  
                                         (v_mem_sum_unclamped[DATA_WIDTH-1] == 1'b1);
            negative_overflow_detected = (v_mem[DATA_WIDTH-1] == 1'b1) &&
                                         (delta_v_clamped[DATA_WIDTH-1] == 1'b1) &&  
                                         (v_mem_sum_unclamped[DATA_WIDTH-1] == 1'b0);
            if (positive_overflow_detected) begin
                v_mem_after_saturation = MAX_POTENTIAL;
            end else if (negative_overflow_detected) begin
                v_mem_after_saturation = V_RESET;
            end else begin
                if (v_mem_sum_unclamped < V_RESET) begin
                    v_mem_after_saturation = V_RESET;
                end else begin
                    v_mem_after_saturation = v_mem_sum_unclamped;
                end
            end
            if (v_mem_after_saturation >= V_THRESHOLD) begin
                temp_spike_next = 1'b1;
                temp_v_mem_next = V_RESET;  
                if (REFRACTORY_PERIOD_CYCLES > 0) begin
                   temp_ref_ctr_next = REFRACTORY_PERIOD_CYCLES;  
                end else begin
                   temp_ref_ctr_next = 0;
                end
            end else begin
                temp_spike_next = 1'b0;
                temp_v_mem_next = v_mem_after_saturation;  
                temp_ref_ctr_next = 0;  
            end
        end
        v_mem_next = temp_v_mem_next;
        spike_next = temp_spike_next;
        refractory_counter_next = temp_ref_ctr_next;
    end
endmodule : lif_neuron
==> flow/run.sh <==
#!/bin/bash
# OpenROAD 26Q1-2900-gdf79404cd8, Yosys 0.63+post, stock flow scripts
make -C /OpenROAD-flow-scripts/flow DESIGN_CONFIG=/design/flow/config.mk WORK_HOME=/design/flow/orfs finish
==> flow/config.mk <==
export PLATFORM = sky130hd
export DESIGN_NAME = lif_neuron
export DESIGN_NICKNAME = lif_neuron
export VERILOG_FILES = /design/flow/design.v
export SDC_FILE = /design/flow/constraint.sdc
export NUM_CORES = 4
export LEC_CHECK = 1
export CORE_AREA = 10 10 82 82
export DIE_AREA = 0 0 92 92
==> flow/constraint.sdc <==
current_design lif_neuron

set clk_period 2.1
set clk_io_pct 0.2

create_clock -name clk0 -period $clk_period [get_ports {clk}]

set non_clock_inputs [all_inputs -no_clocks]
set_input_delay [expr $clk_period * $clk_io_pct] -clock clk0 $non_clock_inputs
set_output_delay [expr $clk_period * $clk_io_pct] -clock clk0 [all_outputs]
==> results.yml <==
# synthesis and place-and-route metrics
outcome:
  status: "complete, but fails checks"
  violations: "setup timing"
floorplan:
  ios: 19
  die_width_um: 92
  die-height_um: 92
  die_area_mm2: 0.008464
  row_count: 26
  fp.coreArea_mm2: 0.005075
  fp_util: 0.3977
run:
  cap_violations: 0
  warning_count: 32
pwr:
  p_per_area_mw_per_mm2: 439.9
  max-vdd-ir-drop_uv: 518.0
  p_leak_nw: 1.621
critical_path:
  critical_path_arrival_ns: 4.22
  end_kind: "flip-flop"
  crit_fanout: 8
  worstSetupPathType: "flip-flop to flip-flop"
  r2r_cells: 20
  startpoint_type: "flip-flop"
  required_ns: 2.25
yosys:
  ff_type: "dfrtp_1"
  synth_warnings: 1
  ys.flops: 19
  ys_cells: 227
  common_cells: "29 x ha_1, 26 x nand2_1, 20 x inv_1, 19 x dfrtp_1, 17 x nor2_1"
  synth_cell_types: 55
  topCellsByArea: "dfrtp_1 24%, ha_1 18%, nor3_2 5.0%"
  netlist_instances: 227
  top_area_frac: 0.2356
  ys_seq_share: 0.2356
  async_flop_share: 1.000
  yosysMostFrequentCell: "ha_1"
  syn_area_per_cell_um2: 8.891
  synth_area_leader_cell: "dfrtp_1"
  yosysChipArea_mm2: 0.002018
  synth-edff-count: 0
  synthesis.area_mm2: 0.002018
final_timing:
  hold_viol: 0
  finalSetupViolCount: 13
  max_freq_ghz: 0.2456
  fin_crit_ns: 4.071
  rsz0062_at_grt: "true"
  drv_slew: 0
  skew_ns: 0.004209
  period_used_share: 1.939
  setup-tns-final_ns: -24.89
  setup_ws_ns: -1.971
detailed_routing:
  drtIter0Drc: 172
  via_per_inst: 5.178
  antennaDiodeCount: 0
  drc_errors: 0
  wirelength_um: 6206
  firstDrtPassIters: 5
  ant_nets: 0
  drt-wirelength-per-cell_um: 15.36
  vias: 2092
placement:
  io_buffer_count: 18
  hpwlAfterDp_um: 4235
  gp_congestion: 0.9462
clock_network:
  clock_path_buffers: 2
  clk_root_buffer_cell: "clkbuf_8"
  clock_sink_count: 19
  insertion_delay_ns: 0.26
  clk_pin_slew_ns: 0.08
  hold_buffers: 0
  cts_tree: "built"
  htreeDepth: 1
  cts_buffers: 3
global_route:
  grt_pass1_vias: 2060
  antenna_found_initial: 0
  grt.met2_usage: 0.2271
  grt.total_usage: 0.1372
  grt_util_met3: 0.01400
  grt_max_degree: 20
  grt_pass1_wl_um: 9722
  grt_util_met1: 0.1977
  grt_overflow_total: 0
  grt-busiest-layer: "met2"
hold_path:
  hold_path_depth: 2
  hp-class: "flip-flop to flip-flop"
final_layout:
  synthToLayoutAreaGrowth_pct: 72.04
  final_util: 0.6842
  drive_gt1_frac: 0.4820
[kinds of logic after synthesis]
logic type / share of synthesized area
fa+ha+maj: 0.1996
mux: 0.004960
compound gates: 0.2430
simple gates: 0.2170
other cells: 0.001858
flops: 0.2356
buf+inv: 0.05455
xor+xnor: 0.04340
[final timing paths]
check                                                start                              end  slack (ns)
max                                     v_mem[4]$_DFF_PN0_  refractory_counter[0]$_DFF_PN0_       -1.97
min in group asynchronous                            rst_n              v_mem[10]$_DFF_PN0_        0.49
max reg2reg                             v_mem[4]$_DFF_PN0_  refractory_counter[0]$_DFF_PN0_       -1.97
max in group asynchronous                            rst_n               v_mem[9]$_DFF_PN0_        1.40
min                        refractory_counter[1]$_DFF_PN0_  refractory_counter[1]$_DFF_PN0_        0.47
min reg2reg                refractory_counter[1]$_DFF_PN0_  refractory_counter[1]$_DFF_PN0_        0.47
[per-layer routing]
metal | part of all wire | wire length, um
met1 | 0.47 | 2911
met2 | 0.46 | 2865
met3 | 0.059 | 366
met4 | 0.010 | 63
met5 | 0 | 0
[report_power, final]
part	internal, mW	switching [mW]
registers	0.411	0.0226
logic	0.425	0.400
clock network	0.132	0.136
total	0.969	0.559
[metrics by stage]
step                total power, mW  worst slack (ns)  area, um^2  std cells  hold WS (ns)
floorplan                    0.8534            -1.865        2228        231        0.1244
global placement              1.082            -2.439        2967        381        0.4557
detailed placement            1.084            -2.480        2967        381        0.4579
CTS                           1.441            -1.883        3268        399        0.4749
global route                  1.636            -2.167        3472        404        0.5093
finish                        1.527            -1.971        3472        404        0.4716
[critical path: stages (launching register included)]
cell	delay [ns]
dfrtp_1	0.41
ha_4	0.16
fa_2	0.31
nand2b_4	0.14
a21oi_2	0.12
o311ai_2	0.13
a21oi_2	0.22
buf_12	0.16
buf_12	0.10
nand2_4	0.05
ha_4	0.16
inv_2	0.06
fa_2	0.20
nand2b_4	0.14
a21oi_4	0.08
o311a_1	0.40
o31ai_2	0.21
xor2_1	0.25
nand4_1	0.16
buf_4	0.18
a221o_1	0.30
[state kept, by name, indices dropped and copies added (netlist names)]
| signal | count |
|---|---|
| v_mem | 15 |
| refractory_counter | 3 |
| o_spike | 1 |
[cells in the final DEF, fill, tap and decap left out, types with 3 or more instances in the layout]
master,n
clkdlybuf4s50_1,10
a21oi_2,7
ha_1,13
a211o_1,3
xnor2_1,4
nor3_4,7
dlygate4sd2_1,7
nand4_1,4
nand2_4,3
nand2_1,21
buf_6,8
buf_12,3
buf_4,73
clkbuf_8,3
nor3_2,3
a21o_1,4
a21oi_4,3
ha_4,15
inv_1,17
o21ai_1,5
nor2_1,16
conb_1,5
dfrtp_1,19
and2_1,3
a221o_1,4
inv_2,3
a31oi_1,3
xor2_1,6
a21oi_1,8
o21ai_2,3
[cell type report]
| cell class | count | area [um^2] |
|---|---|---|
| Multi-Input combinational cell | 187 | 1876 |
| Fill cell | 364 | 1603 |
| Timing Repair Buffer | 104 | 912.1 |
| Sequential cell | 19 | 475.5 |
| Tap cell | 70 | 87.58 |
| Inverter | 20 | 75.07 |
| Clock buffer | 3 | 41.29 |
| Clock inverter | 1 | 5.005 |
[repair_timing]
item / CTS / global route
setup endpoints to repair: 13 / 13
setup buffers: 14 / 3
pin swaps: 30 / 25
cloned: 0 / 2
resized: 30 / 31
Power is estimated from default activity; no workload was simulated.
