$ cat flow/design.v
module LIF_Neuron #(
    parameter int WIDTH = 16,           
    parameter int V_THRESH = 32768,     
    parameter int LEAK_SHIFT = 4,       
    parameter int REFRACTORY = 10,      
    parameter int REFRACTORY_WIDTH = 8  
)(
    input  logic                clk,
    input  logic                rst,
    input  logic signed [WIDTH-1:0] I_in,   
    output logic                spike,      
    output logic signed [WIDTH-1:0] V_m     
);
    wire [31:0] safe_leak_shift;
    assign safe_leak_shift = (LEAK_SHIFT < 1) ? 1 : (LEAK_SHIFT >= WIDTH ? WIDTH-1 : LEAK_SHIFT);
    logic signed [WIDTH-1:0] V_m_internal;          
    logic [REFRACTORY_WIDTH-1:0] refrac_count;       
    logic refractory_state;                          
    always_ff @(posedge clk or posedge rst) begin
        if (rst) begin
            V_m_internal <= 0;
            spike <= 0;
            refrac_count <= 0;
            refractory_state <= 0;
        end else begin
            spike <= 0;  
            if (refractory_state) begin
                if (refrac_count > 0)
                    refrac_count <= refrac_count - 1;
                else
                    refractory_state <= 0;   
            end else begin
                logic signed [WIDTH:0] V_m_next;
                V_m_next = V_m_internal + I_in - (V_m_internal >>> safe_leak_shift);
                if (V_m_internal > 0 && I_in > 0 && V_m_next < 0) begin
                    V_m_internal <= {1'b0, {WIDTH-1{1'b1}}};  
                end else if (V_m_internal < 0 && I_in < 0 && V_m_next > 0) begin
                    V_m_internal <= {1'b1, {WIDTH-1{1'b0}}};  
                end else if (V_m_next >= V_THRESH) begin
                    spike <= 1;             
                    V_m_internal <= 0;      
                    refrac_count <= REFRACTORY;  
                    refractory_state <= 1;  
                end else begin
                    V_m_internal <= V_m_next[WIDTH-1:0];
                end
            end
        end
    end
    assign V_m = V_m_internal;
endmodule
$ cat flow/run.sh
#!/bin/bash
# OpenROAD 26Q1-2900-gdf79404cd8, Yosys 0.63+post, stock flow scripts
make -C /OpenROAD-flow-scripts/flow DESIGN_CONFIG=/design/flow/config.mk WORK_HOME=/design/flow/orfs finish
$ cat flow/config.mk
export PLATFORM = sky130hd
export DESIGN_NAME = LIF_Neuron
export DESIGN_NICKNAME = LIF_Neuron
export VERILOG_FILES = /design/flow/design.v
export SDC_FILE = /design/flow/constraint.sdc
export NUM_CORES = 4
export LEC_CHECK = 1
export CORE_UTILIZATION = 30
$ cat flow/constraint.sdc
current_design LIF_Neuron

set clk_period 8.4
set clk_io_pct 0.2

create_clock -name clk0 -period $clk_period [get_ports {clk}]

set non_clock_inputs [all_inputs -no_clocks]
set_input_delay [expr $clk_period * $clk_io_pct] -clock clk0 $non_clock_inputs
set_output_delay [expr $clk_period * $clk_io_pct] -clock clk0 [all_outputs]
==> changes_impl.md <==
## Flow update

- Status: completed
- Final tally of max-slew violations: 0
- Cell Type Count: about 57
- Core area: 8890 µm²
- Final cell utilization of the core: 0.378
- CP endpoint kind: register
- CP Buf/Inv Count: 3
- Share of cells above drive strength 1: 0.0893
- Routed via count: 2290
- Critical path depth: 13
- Root Buffer: clkbuf_8
- First-pass GRT wire length: roughly 11 mm
- GRT Overall Usage: 0.141
- Synth Area per Inst: roughly 9 µm²
- Total wire length: around 6.6 mm
- Worst-path fanout max: 5
- Post-CTS Resized: 0
- Seq cells post-synth: 26
- Fmax: ~190 MHz
- Clock skew: roughly 2.2 ps
- Met1 GRT Util: 0.207
- Cycle use final: 0.632
- Insertion Delay late pin: roughly 270 ps
- HP Class: register to register
- Final Critical Period: 5310 ps
- Cells along the critical path: clkdlybuf4s50_1, inv_1, fa_1, inv_1, ha_1, nor2b_4, o31ai_2, a21oi_1, a211oi_2, o21ai_1, xnor2_2, a211oi_1, a221oi_1
- Area Growth Syn to Fin: 19.2%
- RSZ-0062 raised after global routing: false
- DRC viols: 0
- Hold_buf cts: 0
- Max-cap viol count: 0
- Ys flop type: dfrtp_1
- M2 GR Usage: 0.242
- Die Wd: between 90 and 100 µm
- I/O pins: 35
- Seq/Total Area, Yosys: 0.231
- Largest buffer count on any clock path: 2
- Layer with the highest usage: met2
- Die H: 98.9 µm
- Count leader, synth: inv_1
- Vias in the first global route: about 2200
- WHS Path Cells: 2
- Startpoint types: input pin
- Post-synth EDFFs: 0
- Synth top area share: 0.231
- Crit Path Class: input pin to register
- Hpwl dp: ~5.3 mm
- Initial antenna violation count: 0
- Initial drt markers: between 100 and 150
- YS chip area: ~2800 µm²
- Clock sinks: 26
- Dominant cell type by area after synthesis: dfrtp_1
- Top cell types by occurrence after synthesis: 59 x inv_1, 26 x dfrtp_1, 21 x ha_1
- Setup_tns: 0 ps
- CP peak stage delay: just over 600 ps
- Post-route insts no fill: 455
- # fillers: approximately 840
- Clock transition at the registers of the reported paths: 90 ps
- First-pass iteration count of the detailed router: 4
- Yosys cell count: 314
- Post-Syn Area: about 2800 µm²
- CP delay by family, top: AND-OR/OR-AND gates
- Via-to-Cell Ratio: just over 5
- Routability cong.: 0.926
- Final count of hold timing violations: 0
- # placed instances: ~450
- Crit path top cell by count: inv_1
- Pre-Place Util: 0.317
- Least-Margin Pin Slew: between 600 and 700 ps
- Detail Route Antenna Nets: 0
- Post-CTS Setup Bufs: 0
- Critical Path RT: approximately 8500 ps
- Synth warn: 1
- Headroom to the max-slew limit: 0.539
- Met3 global-route usage: 0.0152
- Post-synth ARST share: 1.00
- Die area: 9780 µm²
- Total CTS buffers: 3
- Grt ovf: 0
- CP arrival: 5420 ps
- Final setup vio count: 0
- Max H-tree Level: 1
- Post-DR wirelength/cell: 14.5 µm
- I/O Buffers: 34
- Largest net degree at the start of global routing: 27
- Synth area leaders: dfrtp_1 23%, fa_1 11%, ha_1 9.3%
- Cell count after synthesis: 314
- Rows: 34
- R2R cell count: 12
- Tool warnings: 27
- # diodes: 0
- Slowest-stage cell, CP: a211oi_1
- CTS tree: yes
==> cells in the final DEF (no fill, tap or decap), types with 2 or more instances in the layout <==
master	n
a21oi_1	15
nor4b_1	2
o21ai_1	5
o21a_1	4
mux2i_1	2
fa_1	15
inv_1	59
a211oi_1	6
nor3b_1	5
nor2b_1	2
ha_1	21
buf_4	4
nand4_1	3
a31oi_1	2
clkbuf_8	3
a21o_1	5
nor2_1	17
a221oi_2	8
a211oi_2	2
o211ai_1	2
a221o_1	2
nor3_1	15
dfrtp_1	26
xnor2_1	6
nand2b_1	6
xor2_1	8
o21ai_0	5
nand2_1	18
o31a_1	2
clkdlybuf4s50_1	34
or3_1	2
nand3_1	7
nor4_1	8
==> path summary, 6_finish.rpt <==
path                                             start                           end  slack (ps)
setup / recovery                               I_in[2]  V_m_internal[11]$_DFFE_PP0N_        3090
hold / removal             refrac_count[3]$_DFFE_PP0P_   refrac_count[3]$_DFFE_PP0P_         550
setup reg to reg           V_m_internal[5]$_DFFE_PP0N_  V_m_internal[11]$_DFFE_PP0N_        4590
hold reg to reg            refrac_count[3]$_DFFE_PP0P_   refrac_count[3]$_DFFE_PP0P_         550
max in group asynchronous                          rst   V_m_internal[9]$_DFFE_PP0N_        6380
min in group asynchronous                          rst               spike$_DFF_PP0_        1770
==> per-layer routing <==
metal | share of wire | routed length [µm] | up-vias
met5 | 0 | 0 | -
met4 | 0.0030 | 20 | 0
met3 | 0.032 | 213 | 2
met2 | 0.49 | 3220 | 36
met1 | 0.47 | 3130 | 1086
li1 | - | - | 1166
==> logic make-up after synthesis <==
logic type      synth area share
simple gates               0.183
compound gates             0.228
buf+inv                   0.0915
fa+ha+maj                  0.200
flops                      0.231
xor+xnor                  0.0591
mux                      0.00711
==> worst register-to-register path: stages, from the launching register on <==
cell and delay (ps):
dfrtp_1 460, inv_1 110, fa_1 500, inv_1 40, ha_1 360, a21o_1 230, nor3_2 250, a21oi_1 130
a211oi_2 370, o21ai_1 240, xnor2_2 240, a211oi_1 620, a221oi_1 110
==> cell type report <==
class	instances	area, µm²	share of cell area
multi-input combinational	220	1910	0.569
clock buffer	3	41.3	0.0123
timing repair buffer	38	370	0.110
sequential	26	651	0.194
tap	108	135	0.0402
inverter	59	221	0.0659
clock inverter	1	30.0	0.00894
==> metrics by stage <==
stage	hold WS [ps]	area [µm²]	setup slack (ps)
CTS	552	3360	3110
detailed placement	525	3290	2850
finish	548	3360	3090
floorplan	493	2820	3690
global route	576	3360	2870
global placement	519	3290	2860
==> sequential cells by signal, summed over array words and instances, names as in the netlist <==
| signal | cells |
|---|---|
| V_m_internal | 16 |
| refrac_count | 8 |
| refractory_state | 1 |
| spike | 1 |
