File: config.mk
export PLATFORM = sky130hd
export DESIGN_NAME = Conv1D_Control_FSM
export DESIGN_NICKNAME = Conv1D_Control_FSM
export VERILOG_FILES = /design/flow/design.v
export SDC_FILE = /design/flow/constraint.sdc
export NUM_CORES = 4
export LEC_CHECK = 1
export CORE_UTILIZATION = 50
File: constraint.sdc
current_design Conv1D_Control_FSM

set clk_period 5.0
set clk_io_pct 0.2

create_clock -name clk0 -period $clk_period [get_ports {clk}]

set non_clock_inputs [all_inputs -no_clocks]
set_input_delay [expr $clk_period * $clk_io_pct] -clock clk0 $non_clock_inputs
set_output_delay [expr $clk_period * $clk_io_pct] -clock clk0 [all_outputs]
File: design.v
module Conv1D_Control_FSM #(
    parameter SYSTOLIC_ARRAY_PIPELINE_DEPTH = 5,     
    parameter MAX_OP_LENGTH                 = 1024 * 8  
) (
    input  logic clk,
    input  logic rst,
    input  logic start_conv_op,                          
    input  logic [$clog2(MAX_OP_LENGTH)-1:0] num_cycles_to_process_inputs,  
    output logic accelerator_busy,
    output logic conv_op_done,                           
    output logic act_fifo_rd_en,
    input  logic act_fifo_empty,
    output logic weight_fifo_rd_en,
    input  logic weight_fifo_empty,
    output logic sys_array_clear_accumulators,           
    output logic result_fifo_wr_en,
    input  logic result_fifo_full
);
    typedef enum logic [1:0] {  
        S_IDLE,
        S_CLEAR,     
        S_PROCESS,   
        S_DONE       
    } state_t;
    state_t current_state, next_state;
    logic [$clog2(MAX_OP_LENGTH)-1:0] op_length_reg;              
    logic [$clog2(MAX_OP_LENGTH)-1:0] input_cycles_done_reg;      
    logic [$clog2(MAX_OP_LENGTH)-1:0] output_cycles_done_reg;     
    logic [$clog2(SYSTOLIC_ARRAY_PIPELINE_DEPTH)-1:0] pipeline_fill_count_reg;  
    logic can_read_inputs;
    logic can_write_output;
    logic inputs_fully_streamed;
    logic outputs_fully_streamed;
    logic pipeline_is_filled;
    always_comb begin
        next_state = current_state;  
        case (current_state)
            S_IDLE: begin
                if (start_conv_op) begin
                    next_state = S_CLEAR; 
                end
            end
            S_CLEAR: begin
                next_state = S_PROCESS;
            end
            S_PROCESS: begin
                if (inputs_fully_streamed && outputs_fully_streamed) begin
                    next_state = S_DONE;
                end
            end
            S_DONE: begin
                next_state = S_IDLE;
            end
            default: begin
                next_state = S_IDLE;
            end
        endcase
    end
    always_ff @(posedge clk or posedge rst) begin
        if (rst) begin
            current_state             <= S_IDLE;
            op_length_reg             <= '0;
            input_cycles_done_reg     <= '0;
            output_cycles_done_reg    <= '0;
            pipeline_fill_count_reg   <= '0;
        end else begin
            current_state <= next_state;
            if (current_state == S_IDLE && next_state == S_CLEAR) begin  
                op_length_reg             <= num_cycles_to_process_inputs;
                input_cycles_done_reg     <= '0;  
                output_cycles_done_reg    <= '0;
                pipeline_fill_count_reg   <= '0;
            end
            if (current_state == S_PROCESS) begin
                if (can_read_inputs) begin
                    input_cycles_done_reg <= input_cycles_done_reg + 1'b1;
                end
                if (!pipeline_is_filled) begin  
                    pipeline_fill_count_reg <= pipeline_fill_count_reg + 1'b1;
                end
                if (can_write_output) begin
                    output_cycles_done_reg <= output_cycles_done_reg + 1'b1;
                end
            end
        end
    end
    assign inputs_fully_streamed = (input_cycles_done_reg == op_length_reg);
    assign outputs_fully_streamed = (output_cycles_done_reg == op_length_reg);
    assign pipeline_is_filled = (pipeline_fill_count_reg == SYSTOLIC_ARRAY_PIPELINE_DEPTH);
    assign can_read_inputs = (current_state == S_PROCESS) && !inputs_fully_streamed && !act_fifo_empty && !weight_fifo_empty;
    assign act_fifo_rd_en    = can_read_inputs;
    assign weight_fifo_rd_en = can_read_inputs;
    assign sys_array_clear_accumulators = (current_state == S_CLEAR);
    assign can_write_output = (current_state == S_PROCESS) && 
                              pipeline_is_filled && !outputs_fully_streamed && !result_fifo_full;
    assign result_fifo_wr_en = can_write_output;
    assign conv_op_done     = (current_state == S_DONE);
    assign accelerator_busy = (current_state != S_IDLE) || (start_conv_op && current_state == S_IDLE);
endmodule
File: run.sh
#!/bin/bash
# OpenROAD 26Q1-2900-gdf79404cd8, Yosys 0.63+post, stock flow scripts
make -C /OpenROAD-flow-scripts/flow DESIGN_CONFIG=/design/flow/config.mk WORK_HOME=/design/flow/orfs finish
==> results.cfg <==
; generated from flow reports
[route]
wl_per_cell_um = 15.4
first_iter_violations = 91
met2_length_um = 2530
remaining_drc_errors = 0
via_per_inst = 5.63
via_count = 2166
top_layer = met4
met3_length_um = 257
n_antenna_cell = 0
ant_nets = 0
drt-total-wl_um = 5920
met1Wirelength_um = 3090
dr.pass1.iters = 4

[synth]
synth_chip_area_sq_mm = 0.00265
ys.flops = 44
ys_top_cells_by_count = nand2_1 (57), dfrtp_1 (44), xor2_1 (28)
post-synth-top-count-cell = nand2_1
yosys_warnings = 1
synthDistinctLibCells = 48
avgSynthCellArea_sq_um = 9.04
top_area_share_pct = 41.5
yosys_cells = 293
synth-edff-count = 0
netlist_area_sq_mm = 0.00265
synth-main-ff-cell = dfrtp_1
async_flop_share_pct = 100
largest_area_cell = dfrtp_1
synthTopCellsByArea = dfrtp_1 (42%), xor2_1 (9.3%), nand2_1 (8.1%), ha_1 (3.8%), a221o_1 (3.4%)
synthCells = 293
seq_area_frac_synth_pct = 41.5

[critical_path]
reg2reg_slack_ns = 2.05
critPathLaunchType = input pin
cp_max_fo = 12
worstPathRequired_ns = 4.00
cp-end-kind = output pin
crit_type = input pin to output pin
arrival_ns = 2.71

[floorplan]
core_area_sq_mm = 0.00511
fp_util_pct = 51.9
die_h_um = 74.8
fp.dieW_um = 74.8
io_pins = 25
rows = 26
chipArea_sq_mm = 0.00560

[timing]
fin_tns_setup_ns = 0
hold_viol_final = 0
max_freq_mhz = 269
layout_min_cycle_time_ns = 3.71
setup_violations = 0
setup_slack_ns = 1.29
fin_skew_ns = 0.0106
rsz0062_at_grt = false
relSlewSlack_pct = 37.7
drv_slew = 0
worst_pin_slew_ns = 0.934
fin_crit_sh_pct = 74.2
holdWs_ns = 0.534

[place]
port_buffers = 24
gp_congestion = 0.853
preCtsSetupSlack_ns = 1.32
postPlaceCellArea_sq_mm = 0.00292
dp_hpwl_um = 4170

[cts]
cts_sinks = 44
root_buffer = clkbuf_8
clkTransAtPathRegs_ns = 0.08
clock_latency_ns = 0.29
clock_path_buffers = 2
cts_tree = done
cts_buffers = 5
cts_resized = 0
cts.htree.levels = 2
cts_hold_buf = 0
cts_setup_buffers = 0

[layout]
syn_to_final_growth_pct = 15.0
fillers = 458
finalInstanceArea_sq_mm = 0.00305
final_util_pct = 59.7
drive_gt1_share_pct = 7.62

[grt]
grt_antenna_before_repair = 0
grt_max_degree = 45
overflow = 0
grt_first_pass_wirelength_um = 9650
grt_pass1_vias = 1976
grt_usage_pct = 23.9

[pwr]
leakagePower_nw = 1.48
power_density_mw_per_mm2 = 449
peakVddDrop_mv = 0.267

[outcome]
outcome = complete, no violations

[flow_run]
log.warning_count = 30
cap_violations = 0

[min_path]
hp-class = register to register
==> cell families (layout without fill, tap and decap cells) <==
family / Yosys count / after routing / share of synthesized area (%)
XOR/XNOR: 31 / 31 / 10.2
AND/OR/NAND/NOR: 138 / 138 / 26.2
AND-OR/OR-AND: 45 / 45 / 12.4
flip-flops: 44 / 44 / 41.5
adder cells (fa/ha/maj): 8 / 8 / 3.78
multiplexers: 3 / 3 / 1.23
buffers and inverters: 24 / 46 / 4.58
==> critical path: stages <==
cell	delay (ns)
clkdlybuf4s50_1	0.42
nor3_2	0.46
nand2_2	0.13
inv_2	0.20
clkdlybuf4s50_1	0.50
==> cell type report <==
class / instances / area [sq um] / area share [%]
multi-input cells: 225 / 1430 / 46.9
flip-flops and latches: 44 / 1100 / 36.1
repair buffers: 27 / 263 / 8.62
clock buffers: 7 / 96.3 / 3.16
well taps: 70 / 87.6 / 2.87
inverters: 11 / 41.3 / 1.36
clock inverters: 1 / 30.0 / 0.986
==> path summary, 6_finish.rpt <==
kind | cells past startpoint | start | endpoint
setup / recovery | 5 | act_fifo_empty | weight_fifo_rd_en
hold / removal | 1 | pipeline_fill_count_reg[0] | pipeline_fill_count_reg[0]
setup reg to reg | 8 | current_state[0] | input_cycles_done_reg[0]
hold reg to reg | 1 | pipeline_fill_count_reg[0] | pipeline_fill_count_reg[0]
max in group asynchronous | 3 | rst | output_cycles_done_reg[10]
min in group asynchronous | 3 | rst | input_cycles_done_reg[1]
==> routing by layer <==
metal  vias up  track usage, %
li1       1072               -
met1      1032            40.1
met2        58            34.5
met3         4            5.29
met4         0            1.89
met5         -               0
==> through the flow <==
step                      total power, W  instances
after floorplan                 0.000918        293
after global placement           0.00107        377
after detailed placement         0.00107        377
after CTS                        0.00138        385
after global routing             0.00147        385
final                            0.00137        385
==> cells in the final DEF (no fill, tap or decap), types with 2 or more instances in the layout <==
master / n
ha_1: 8
nor3_1: 10
nand4_1: 6
o22ai_1: 2
a221o_1: 9
clkinv_1: 2
nand3_1: 17
buf_4: 3
a22o_1: 4
o211ai_1: 2
clkbuf_8: 7
mux2_2: 2
nand3b_1: 2
and4_1: 5
nand2_1: 57
dfrtp_1: 44
a21o_1: 3
xor2_1: 28
nor4_1: 3
or3_1: 4
a21oi_1: 8
nor4_2: 2
and2_1: 3
inv_2: 2
o21ai_0: 9
a31oi_1: 3
xnor2_1: 3
and3_1: 5
inv_1: 7
nor2_1: 14
clkdlybuf4s50_1: 24
==> power by group <==
part / switching (W) / total [W] / internal (W)
Combinational: 0.000292 / 0.000504 / 0.000212
Sequential: 0.000119 / 0.000569 / 0.000450
Clock: 0.000119 / 0.000295 / 0.000176
Power and IR drop assume default switching activity.
